--- flow/config.mk ---
export PLATFORM = sky130hd
export DESIGN_NAME = vgaManager
export DESIGN_NICKNAME = vgaManager
export VERILOG_FILES = /design/flow/design.v
export SDC_FILE = /design/flow/constraint.sdc
export NUM_CORES = 4
export LEC_CHECK = 1
export CORE_AREA = 10 10 88 88
export DIE_AREA = 0 0 98 98
--- flow/constraint.sdc ---
current_design vgaManager

set clk_period 3.5
set clk_io_pct 0.2

create_clock -name clk0 -period $clk_period [get_ports {clk_25Mhz_vm}]

set non_clock_inputs [all_inputs -no_clocks]
set_input_delay [expr $clk_period * $clk_io_pct] -clock clk0 $non_clock_inputs
set_output_delay [expr $clk_period * $clk_io_pct] -clock clk0 [all_outputs]
--- flow/design.v ---
`timescale 1ns / 1ps
module vgaManager(
	input wire clk_25Mhz_vm,	 
	output wire hsync_vm,
	output wire vsync_vm,
	output reg [2:0] red,
	output reg [2:0] green,
	output reg [1:0] blue
    );
	parameter hpixels = 800;
	parameter vlines = 521;
	parameter hpulse = 96;
	parameter vpulse = 2;
	parameter hbp = 144;
	parameter hfp = 784;
	parameter vbp = 31;
	parameter vfp = 511;
	parameter boxDimension = 128;	 
	parameter lineThickness = 10;	 
	reg [9:0] hc;
	reg [9:0] vc;
	always @(posedge clk_25Mhz_vm) begin
		if (hc < hpixels - 1)
			hc <= hc + 1;
		else begin
			hc <= 0;
			if (vc < vlines - 1)
				vc <= vc + 1;
			else
				vc <= 0;
		end
	end
	assign hsync = (hc < hpulse) ? 0:1;
	assign vsync = (vc < vpulse) ? 0:1;
	always @(*)
	begin
		if (vc >= vbp && vc < vfp) begin
			if(hc < hbp + 402 && vc < vbp + 402)begin
				if(hc > hbp + 128 && hc < hbp + 138) begin
					red = 3'b111;
					green = 3'b111;
					blue = 2'b11;
				end
				else if(hc > hbp + 264 && hc < hbp + 274) begin
					red = 3'b111;
					green = 3'b111;
					blue = 2'b11;
				end
				else if(vc > vbp + 128 && vc < vbp + 138) begin
					red = 3'b111;
					green = 3'b111;
					blue = 2'b11;
				end
				else if(vc > vbp + 264 && vc < vbp + 274) begin
					red = 3'b111;
					green = 3'b111;
					blue = 2'b11;
				end
			end
			else
			begin
				red = 0;
				green = 0;
				blue = 0;
			end
		end 
		else
		begin
			red = 0;
			green = 0;
			blue = 0;
		end
	end	
endmodule
--- flow/run.sh ---
#!/bin/bash
# OpenROAD 26Q1-2900-gdf79404cd8, Yosys 0.63+post, stock flow scripts
make -C /OpenROAD-flow-scripts/flow DESIGN_CONFIG=/design/flow/config.mk WORK_HOME=/design/flow/orfs finish
==> qor.yml <==
die:
  coreArea_um2: 5920
  die_h_um: 98
  rows: 28
  die_area_um2: 9600
  ios: 11
  fp_util_pct: 21.1
  die.size.x_um: 98
grt:
  grt_pass1_wl_um: 3660
  antenna_found_initial: 0
  globalRouteOverflowTotal: 0
  grt_usage_pct: 4.15
  grt_max_degree: 12
  grt_pass1_vias: 816
worst_setup_path:
  critical_path.top_delay_family: "AND-OR/OR-AND gates"
  crit_path_end_kind: "flop"
  rrSetupSlack_ns: 1.25
  critical_path_class: "flop to flop"
  cp.required_ns: 3.45
  cp.arrival_ns: 2.20
  path_depth: 5
  regToRegStartpoint: "hc[1]"
  path_cells: "ha_1 -> and4_2 -> nor2_1 -> a21oi_1 -> buf_4"
  crit_path_start_kind: "flop"
  cp_num_buf_inv: 1
  cp_max_fo: 10
  max_stage_delay_ns: 0.64
  worstRegToRegCells: 5
  regToRegEndpoint: "vc[0]"
  critPathSlowestCell: "a21oi_1"
layout:
  area_growth_pct: 10.9
  n_fill_cell: 619
  stdcell_area_um2: 1390
  ff_latch_area_um2: 515
  logic_area_um2: 629
  drive_gt1_share_pct: 8.27
final_timing:
  finalClockSkew_ns: 0.00115
  hold_ws_ns: 0.494
  setup_tns_ns: 0
  rsz0062_at_grt: "no"
  unclocked_regs: 1
  slew_violations: 0
  timing.final.crit_period_ns: 2.25
  fmax_ghz: 0.445
  final-hold-violation-count: 0
  max_slew_margin_pct: 48.6
  period_used_pct: 64.3
  untimed_endpoints: 9
  setup_viol: 0
  tightest_slew_ns: 0.771
synthesis:
  yosys-stat-cells: 132
  yosys-stat-area_um2: 1250
  synth-edff-count: 10
  synth_top_area_share_pct: 24.0
  synth-main-ff-cell: "edfxtp_1"
  yosysTopAreaCell: "edfxtp_1"
  ys_top_cells_by_area: "edfxtp_1, dfxtp_1, nor2_1"
  synth.avg_cell_area_um2: 9.47
  yosys_warnings: 5
  syn_inst: 132
  synthArstFlopShare_pct: 0
  ys.flops: 21
  synth_cell_types: 46
  netlist_area_um2: 1250
outcome:
  status: "finished, final reports clean"
min_path:
  min_to: "hc[0]"
  hold_path_depth: 1
  min_from: "hc[0]"
  min_path_type: "flop to flop"
route:
  drt_iter0_markers: 74
  wl_um: 2010
  n_antenna_cell: 0
  vias: 856
  first_pass_iters: 4
  drc: 0
  viasPerCell: 4.12
  route.detailed.wl_per_inst_um: 9.65
  final_antenna_net_count: 0
placement:
  dp_hpwl_um: 1520
  place.gp.congestion: 0.808
  placed_area_um2: 1340
  io_buffers: 8
cts:
  ctsRootBufferMaster: "clkbuf_8"
  cts_resized: 0
  numCtsBuffers: 3
  cts_setup_buffers: 0
  clk_pin_slew_ns: 0.06
  cts_buffer_depth: 2
  cts_tree: "done"
  ctsHoldBuffers: 0
  htreeDepth: 1
  clkLatencyLatePin_ns: 0.25
job:
  max_cap_violations: 0
  warnings: 26
pwr:
  power_per_cell_area_nw_per_um2: 278
  p_leak_nw: 0.491
  peakVddDrop_mv: 0.131
==> how the worst max path moves through the flow <==
stage / startpoint / to / slack, ns
after global routing: hc[1] / vc[0] / 1.05
after CTS: hc[1] / vc[1] / 1.28
final: hc[1] / vc[0] / 1.25
==> cell families after synthesis <==
group,synth area share [%]
DFF,40.0
adders and majority gates,3.00
and+or+nand+nor,26.5
latches,1.20
xor gates and xnor gates,7.71
AOI/OAI and AO/OA,12.5
other,0.300
buffers and inverters,8.71
==> layout by cell type, fill, tap and decap left out, drive strengths merged, types with 2 or more instances in the layout <==
cell type	n
or3	2
nand2	7
nand4	4
clkdlybuf4s50	8
edfxtp	10
conb	2
nor4	2
o21ai	4
xor2	7
a21oi	4
inv	4
nor2	19
ha	3
dfxtp	10
nor2b	5
a21boi	2
nand3	7
and4	2
xnor2	4
nor3	2
clkbuf	3
or4	2
==> stage by stage <==
stage	power [mW]	utilization, %	std cells	setup WS, ns
after global placement	0.249	22.7	204	1.35
after detailed placement	0.249	22.7	204	1.31
after global routing	0.403	23.4	208	1.05
final	0.385	23.4	208	1.25
after floorplan	0.250	-	133	1.33
after CTS	0.394	23.4	208	1.28
==> cells in the mapped netlist, drive strengths merged (2+ instances only) <==
library cell and n:
nor3 2, dfxtp 10, nor4 2, ha 3
or4 2, o21ai 4, a21boi 2, clkbuf 3
nand2 7, nor2 19, xnor2 4, nand3 7
buf 10, nand4 4, xor2 7, a21oi 4
and4 2, edfxtp 10, nor2b 5, or3 2
inv 4
==> worst reg2reg max path, cell delays in order, from the launching register on <==
cell	delay [ns]
dfxtp_1	0.42
ha_1	0.24
and4_2	0.29
nor2_1	0.05
a21oi_1	0.64
buf_4	0.31
==> area by class of cell <==
class                      count  area share (%)
inverter                       4            1.08
clock inverter                 1           0.271
timing repair buffer           9            6.32
multi-input combinational     95            45.4
clock buffer                   3            2.98
sequential                    21            37.2
tap                           75            6.77
==> metal layers <==
layer	vias up	global-route usage, %	wire length (um)
li1	469	-	-
met2	12	5.79	786
met1	373	6.38	1120
met4	0	0.895	34
met3	2	0.853	66
met5	-	0	0
==> power by group <==
part	internal (mW)	switching, mW	leakage, nW
combinational	0	0.0000974	0.263
clock	0.0777	0.0642	0.0231
sequential	0.243	0	0.204
==> flip-flops by register name, summed over array words and instances, names as in the netlist <==
| name | count |
|---|---|
| green | 1 |
| vc | 10 |
| hc | 10 |
No activity file was given, so power comes from the tool's default toggle rates.
