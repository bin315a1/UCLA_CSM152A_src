[./design.v]
`timescale 1ns / 1ps
module clocks(
	clk_cl,
	clk_500hz_cl,
	clk_1hz_cl,
	clk_2hz_cl
    );
	input clk_cl;
	output wire clk_500hz_cl;
	output wire clk_1hz_cl;
	output wire clk_2hz_cl;
	reg [15:0] m_buffer = 0;
	reg [26:0] one_buffer = 0;
	reg [24:0] five_buffer = 0;
	reg clk_500hz_reg = 0;
	reg clk_1hz_reg = 0;
	reg clk_2hz_reg = 0;
	parameter refresh = 20000;
	parameter one = 50000000;
	parameter five = 10000000;
	always @(posedge clk_cl) begin
		if(m_buffer == refresh - 1) begin
			m_buffer <= 15'd0;
			clk_500hz_reg <= ~clk_500hz_cl;
		end
		else begin
			m_buffer <= m_buffer + 15'b1;
			clk_500hz_reg <= clk_500hz_cl;
		end
		if(one_buffer == one - 1) begin
			one_buffer <= 27'd0;
			clk_1hz_reg <= ~clk_1hz_cl;
		end
		else begin
			one_buffer <= one_buffer + 27'b1;
			clk_1hz_reg <= clk_1hz_cl;
		end
		if(five_buffer == five - 1) begin
			five_buffer <= 25'd0;
			clk_2hz_reg <= ~clk_2hz_cl;
		end
		else begin
			five_buffer <= five_buffer + 25'b1;
			clk_2hz_reg <= clk_2hz_cl;
		end
	end
	assign clk_500hz_cl = clk_500hz_reg;
	assign clk_1hz_cl = clk_1hz_reg;
	assign clk_2hz_cl = clk_2hz_reg;
endmodule
[./run.sh]
#!/bin/bash
# OpenROAD 26Q1-2900-gdf79404cd8, Yosys 0.63+post, stock flow scripts
make -C /OpenROAD-flow-scripts/flow DESIGN_CONFIG=/design/flow/config.mk WORK_HOME=/design/flow/orfs finish
[./config.mk]
export PLATFORM = sky130hd
export DESIGN_NAME = clocks
export DESIGN_NICKNAME = clocks
export VERILOG_FILES = /design/flow/design.v
export SDC_FILE = /design/flow/constraint.sdc
export NUM_CORES = 4
export LEC_CHECK = 1
export CORE_UTILIZATION = 40
[./constraint.sdc]
current_design clocks

set clk_period 5.2
set clk_io_pct 0.2

create_clock -name clk0 -period $clk_period [get_ports {clk_cl}]

set non_clock_inputs [all_inputs -no_clocks]
set_input_delay [expr $clk_period * $clk_io_pct] -clock clk0 $non_clock_inputs
set_output_delay [expr $clk_period * $clk_io_pct] -clock clk0 [all_outputs]
==> results.sh <==
# source this file to load flow results
export IMPL_status="finished, final reports clean"
export IMPL_arrival_ns=2.46
export IMPL_netlist_instances=340
export IMPL_grt_first_pass_wirelength_mm=10.21
export IMPL_r2r_end="clk_2hz_reg"
export IMPL_drive_above_1_share_pct=8.451
export IMPL_core_um2=7408
export IMPL_power_leakage_nw=1.239
export IMPL_post_drt_wl_per_cell_um=12.64
export IMPL_std_cell_rows=31
export IMPL_worstReg2RegStart="five_buffer[0]"
export IMPL_area_growth_syn_to_layout_pct=12.34
export IMPL_drt_iter0_drc=58
export IMPL_grt_overflow_total=0
export IMPL_cts_root_buffer="clkbuf_8"
export IMPL_criticalPathCategory="reg2reg"
export IMPL_antenna_left=0
export IMPL_worst_hold_path_type="reg2reg"
export IMPL_clkSinkCount=71
export IMPL_top_area_cell="dfxtp_1"
export IMPL_ys_area_um2=3134
export IMPL_drt_first_pass_iters=4
export IMPL_drc=0
export IMPL_cts_resized=0
export IMPL_synthTopCellsByArea="dfxtp_1 43%, xnor2_1 7.8%, xor2_1 5.3%"
export IMPL_grtUsageTotal_pct=15.16
export IMPL_top_register="one_buffer"
export IMPL_vdd_drop_max_mv=0.2200
export IMPL_ys_cells=340
export IMPL_synth_edff_count=3
export IMPL_h_tree_depth=3
export IMPL_nFillCells=683
export IMPL_cts_tree="done"
export IMPL_hold_buffers=0
export IMPL_largest_register_ffs=27
export IMPL_dieArea_um2=8194
export IMPL_clk_latency_ns=0.34
export IMPL_fin_skew_ns=0.004623
export IMPL_ys_seq_share_pct=46.31
export IMPL_syn_avg_cell_area_um2=9.218
export IMPL_maxSlewViolCount=0
export IMPL_maxCapViolCount=0
export IMPL_min_from="m_buffer[0]"
export IMPL_clockBufferDepth=2
export IMPL_die_h_um=90.52
export IMPL_grt_max_degree=15
export IMPL_ff_type="dfxtp_1"
export IMPL_ios=4
export IMPL_postCtsSetupRepairBufs=0
export IMPL_required_ns=5.17
export IMPL_final_area_um2=3521
export IMPL_cts_clk_slew_worst_paths_ns=0.07
export IMPL_hold_viol_final=0
export IMPL_synth_area_um2=3134
export IMPL_largest_registers="one_buffer x27, five_buffer x25, m_buffer x16"
export IMPL_layout_min_cycle_time_ns=2.490
export IMPL_rsz0062_at_grt="no"
export IMPL_synthArstFlopShare_pct=0
export IMPL_synth_flop_count=71
export IMPL_setup_tns_ns=0
export IMPL_antenna_cells=0
export IMPL_placed_cells=438
export IMPL_fp_dieW_um=90.52
export IMPL_setup_viol=0
export IMPL_io_buffers=3
export IMPL_hold_worst_slack_ns=0.4590
export IMPL_min_period_over_period_pct=47.89
export IMPL_grt_pass1_vias=2241
export IMPL_crit_fanout=11
export IMPL_reg2reg_setup_slack_ns=2.71
export IMPL_worstRegToRegCells=4
export IMPL_hold_end="m_buffer[0]"
export IMPL_dp_hpwl_mm=3.798
export IMPL_vias=2392
export IMPL_yosys_warnings=1
export IMPL_antenna_found_initial=0
export IMPL_fin_cells=454
export IMPL_end_kind="flip-flop"
export IMPL_min_path_cells=1
export IMPL_power_density_nw_per_um2=306.0
export IMPL_combGateArea_um2=1622
export IMPL_cp_start_kind="flip-flop"
export IMPL_lay_top_count="dfxtp_1"
export IMPL_viasPerCell=5.269
export IMPL_warnings=25
export IMPL_placed_area_um2=3276
export IMPL_slew_headroom_pct=46.14
export IMPL_synthDistinctLibCells=39
export IMPL_register_area_um2=1451
export IMPL_numCtsBuffers=9
export IMPL_fp_utilization_pct=42.31
export IMPL_worst_pin_slew_ns=0.8049
export IMPL_top_cell_area_share_pct=43.43
export IMPL_max_freq_ghz=0.4016
export IMPL_gp_congestion=0.8292
export IMPL_finalWirelength_mm=5.739
export IMPL_final_cell_mix="68 x dfxtp_1, 33 x nand3_1, 32 x nor2_1"
logic make-up after synthesis:
group | count (synthesis) | share of synthesized area, %
muxes | 4 | 1.277
adders and majority gates | 3 | 1.198
buffers and inverters | 15 | 1.956
AOI/OAI and AO/OA | 25 | 5.150
xor gates and xnor gates | 47 | 13.13
DFF | 71 | 46.31
and+or+nand+nor | 175 | 30.98
report_power, final:
part | internal, mW | switching (mW)
logic | 0 | 0
clock network | 0.330 | 0.201
registers | 0.547 | 0
critical path, stage by stage (launching register included):
cell	delay, ns
dfxtp_1	0.37
ha_1	0.24
nand4_1	0.26
or4_1	0.62
nor2_1	0.64
routing by layer:
metal  track usage (%)  up-vias  routed length, um
li1                  -     1248                  -
met2             22.16       41               2317
met5                 0        -                  0
met1             23.84     1094               3100
met4             2.554        0                 83
met3             3.419        9                237
layout make-up:
class / count / area share (%)
tap: 99 / 3.518
clock inverter: 6 / 3.056
timing repair buffer: 5 / 1.279
sequential: 71 / 41.22
inverter: 9 / 0.9595
clock buffer: 10 / 3.909
multi-input combinational: 254 / 46.06
metrics by stage:
step / util (%) / total power, mW / setup slack, ns
floorplan: - / 0.5591 / 3.253
global placement: 44.22 / 0.5591 / 2.786
detailed placement: 44.22 / 0.5591 / 2.779
CTS: 47.53 / 1.093 / 2.734
global route: 47.53 / 1.118 / 2.506
finish: 47.53 / 1.077 / 2.710
synth_stat cells, types with 6 or more instances:
cell type	n
a21oi_1	8
and3_1	10
and4_1	7
dfxtp_1	68
inv_1	9
nand2_1	25
nand3_1	33
nand4_1	22
nor2_1	32
nor3_1	9
nor4_1	9
o21ai_0	6
or3_1	6
xnor2_1	28
xor2_1	19
worst max-delay path by stage:
stage | start | endpoint | cells past startpoint
5_1_grt | five_buffer[0] | clk_2hz_reg | 4
6_report | five_buffer[0] | clk_2hz_reg | 4
4_1_cts | five_buffer[0] | clk_2hz_reg | 4
Power figures rest on the tool's default switching activity, not on a simulated workload.
